`./constraint.sdc`:
```
current_design axi2wb

set clk_period 17.4
set clk_io_pct 0.2

create_clock -name clk0 -period $clk_period [get_ports {i_clk}]

set non_clock_inputs [all_inputs -no_clocks]
set_input_delay [expr $clk_period * $clk_io_pct] -clock clk0 $non_clock_inputs
set_output_delay [expr $clk_period * $clk_io_pct] -clock clk0 [all_outputs]
```
`./config.mk`:
```
export PLATFORM = sky130hd
export DESIGN_NAME = axi2wb
export DESIGN_NICKNAME = axi2wb
export VERILOG_FILES = /design/flow/design.v
export SDC_FILE = /design/flow/constraint.sdc
export NUM_CORES = 4
export LEC_CHECK = 1
export CORE_UTILIZATION = 50
```
`./run.sh`:
```
#!/bin/bash
# OpenROAD 26Q1-2900-gdf79404cd8, Yosys 0.63+post, stock flow scripts
make -C /OpenROAD-flow-scripts/flow DESIGN_CONFIG=/design/flow/config.mk WORK_HOME=/design/flow/orfs finish
```
`./design.v`:
```
`default_nettype none
module axi2wb
  (
   input wire i_clk,
   input wire i_rst,
   output reg [11:2] o_wb_adr,
   output reg [31:0] o_wb_dat,
   output reg [3:0] o_wb_sel,
   output reg o_wb_we,
   output reg o_wb_cyc,
   output reg o_wb_stb,
   input wire [31:0] i_wb_rdt,
   input wire i_wb_ack,
   input wire i_wb_err,
   input wire [11:0] i_awaddr,
   input wire i_awvalid,
   output reg o_awready,
   input wire [11:0] i_araddr,
   input wire i_arvalid,
   output reg o_arready,
   input wire [63:0] i_wdata,
   input wire [7:0] i_wstrb,
   input wire i_wvalid,
   output reg o_wready,
   output reg o_bvalid,
   input wire i_bready,
   output reg [63:0] o_rdata,
   output reg o_rvalid,
   input wire i_rready
   );
   reg        hi_32b_w;
   reg 	      arbiter;
   reg 	[31:0]  wb_rdt_low;
   parameter STATESIZE = 4;
   parameter [STATESIZE-1:0]
     IDLE = 4'd0,
     AWACK = 4'd1,
     WBWACK= 4'd2,
     WBRACK1 = 4'd3,
     WBR2 = 4'd4,
     WBRACK2 = 4'd5,
     BAXI = 4'd6,
     RRAXI = 4'd7;
   reg [STATESIZE-1:0] cs;
   reg 		       aw_req;
   reg 		       w_req;
   reg 		       ar_req;
   initial o_rvalid = 1'b0;
   initial o_bvalid = 1'b0;
   initial o_wb_stb = 1'b0;
   initial o_wb_cyc = 1'b0;
   initial o_wb_we = 1'b0;
   initial cs = 4'd0;
   initial aw_req = 1'b0;
   initial w_req = 1'b0;
   initial ar_req = 1'b0;
   always @(posedge i_clk) begin
      if (i_rst) begin
	 o_awready <= 1'b0;
	 o_wready <= 1'b0;
	 o_arready <= 1'b0;
	 o_rvalid <= 1'b0;
	 o_bvalid <= 1'b0;
	 o_wb_adr <= 10'b0;
	 o_wb_cyc <= 1'b0;
	 o_wb_stb <= 1'b0;
	 o_wb_sel <= 4'd0;
	 o_wb_we <= 1'b0;
	 arbiter <= 1'b1;
	 wb_rdt_low <= 32'hDEADBEEF;
	 cs <= IDLE;
	 aw_req <= 1'b0;
	 w_req <= 1'b0;
	 ar_req <= 1'b0;
      end
      else begin
	 o_awready <= 1'b0;
	 o_wready <= 1'b0;
	 o_arready <= 1'b0;
	 if (i_awvalid && o_awready)
	   aw_req <= 1'b1;
	 else if (i_bready && o_bvalid)
	   aw_req <= 1'b0;
	 if (i_wvalid && o_wready)
	   w_req <= 1'b1;
	 else if (i_bready && o_bvalid)
	   w_req <= 1'b0;
	 if (i_arvalid && o_arready)
	   ar_req <= 1'b1;
	 else if (i_rready && o_rvalid)
	   ar_req <= 1'b0;
	 case (cs)
	   IDLE : begin
	      arbiter <= 1'b1;
	      if (i_awvalid && arbiter) begin
		 o_wb_adr[11:3] <= i_awaddr[11:3];
		 o_awready <= 1'b1;
		 arbiter <= 1'b0;
		 if (i_wvalid) begin
		    hi_32b_w = (i_wstrb[3:0] == 4'h0) ? 1'b1 : 1'b0;
		    o_wb_adr[2] <= hi_32b_w;
		    o_wb_cyc <= 1'b1;
		    o_wb_stb <= 1'b1;
		    o_wb_sel <= hi_32b_w ? i_wstrb[7:4] : i_wstrb[3:0];
		    o_wb_dat <= hi_32b_w ? i_wdata[63:32] : i_wdata[31:0];
		    o_wb_we <= 1'b1;
		    o_wready <= 1'b1;
		    cs <= WBWACK;
		 end
		 else begin
		    cs <= AWACK;
		 end
	      end
	      else if (i_arvalid) begin
		 o_wb_adr[11:2] <= i_araddr[11:2];
		 o_wb_sel <= 4'hF;
		 o_wb_cyc <= 1'b1;
		 o_wb_stb <= 1'b1;
		 o_arready <= 1'b1;
		 cs <= WBRACK1;
	      end
	   end
	   AWACK : begin
	      if (i_wvalid) begin
		 hi_32b_w = (i_wstrb[3:0] == 4'h0) ? 1'b1 : 1'b0;
		 o_wb_adr[2] <= hi_32b_w;
		 o_wb_cyc <= 1'b1;
		 o_wb_stb <= 1'b1;
		 o_wb_sel <= hi_32b_w ? i_wstrb[7:4] : i_wstrb[3:0];
		 o_wb_dat <= hi_32b_w ? i_wdata[63:32] : i_wdata[31:0];
		 o_wb_we <= 1'b1;
		 o_wready <= 1'b1;
		 cs <= WBWACK;
	      end
	   end
	   WBWACK : begin
	      if ( i_wb_err || i_wb_ack ) begin
		 o_wb_cyc <= 1'b0;
		 o_wb_stb <= 1'b0;
		 o_wb_sel <= 4'h0;
		 o_wb_we <= 1'b0;
		 o_bvalid <= 1'b1;
		 cs <= BAXI;
	      end
	   end
	   WBRACK1 : begin
	      if ( i_wb_err || i_wb_ack) begin
		 o_wb_cyc <= 1'b0;
		 o_wb_stb <= 1'b0;
		 o_wb_sel <= 4'h0;
		 wb_rdt_low <= i_wb_rdt;
		 cs <= WBR2;
	      end
	   end
	   WBR2 : begin
	      o_wb_adr[2] <= 1'b1;
	      o_wb_sel <= 4'hF;
	      o_wb_cyc <= 1'b1;
	      o_wb_stb <= 1'b1;
	      cs <= WBRACK2;
	   end
	   WBRACK2 : begin
	      if ( i_wb_err || i_wb_ack) begin
		 o_wb_cyc <= 1'b0;
		 o_wb_stb <= 1'b0;
		 o_wb_sel <= 4'h0;
		 o_rvalid <= 1'b1;
		 o_rdata <= {i_wb_rdt, wb_rdt_low};
		 cs <= RRAXI;
	      end
	   end
	   BAXI : begin
	      o_bvalid <= 1'b1;
	      if (i_bready) begin
		 o_bvalid <= 1'b0;
		 cs <= IDLE;
	      end
	   end
	   RRAXI : begin
	      o_rvalid <= 1'b1;
	      if (i_rready) begin
		 o_rvalid <= 1'b0;
		 cs <= IDLE;
	      end
	   end
	   default : begin
	      o_awready <= 1'b0;
	      o_wready <= 1'b0;
	      o_arready <= 1'b0;
	      o_rvalid <= 1'b0;
	      o_bvalid <= 1'b0;
	      o_wb_adr <= 10'b0;
	      o_wb_cyc <= 1'b0;
	      o_wb_stb <= 1'b0;
	      o_wb_sel <= 4'd0;
	      o_wb_we <= 1'b0;
	      arbiter <= 1'b1;
	      cs <= IDLE;
	   end
	 endcase
      end
   end
endmodule
```
==> out/results.txt <==
Final TNS setup - 0 ns
global route total overflow - 0
Worst-Margin Slew - 0.850 ns
Ys Warns - 1
layout cells sized above 1 - 10.9%
Synth Register Bits - 154
# rows - 38
Area Overhead vs Synth - 55.5%
Pwr Density - 103 nW/um2
detailed-route via count - 4389
Final Hold Fails - 0
Max FO, Critical Path - 64
main flop type - edfxtp_1
status - finished, final reports clean
critical path type - input port to register
Antenna Nets Post-Route - 0
initial DRC count - 249
Largest type area fraction - 50.4%
total iterations of the first detailed-routing run - 4
IO Count - 255
yosys stat area - 5720 um2
largest net degree at the start of global routing - 65
CP startpoint kind - input port
EDFF count, synth - 96
xor/xnor share - 0%
crit path time final - 5.28 ns
VDD IR-drop max - 0.0865 mV
initial antenna violation count - 0
Hold-fix buffers, CTS - 0
Post-CTS Repair Setup Buffers - 0
die height - 109 um
fillers - 570
DR WL/cell - 17.3 um
DRT Wirelength - 14.4 mm
Late-Pin Clk Latency - 0.42 ns
Slew Limit Fails - 0
worst slew margin relative to its limit - 43.1%
yosys aoi share - 8.25%
simple-gate share of the synthesized area - 11.9%
CTS resizes - 0
Mapped Area - 5720 um2
Vias/cell - 5.28
# port buffers - 249
Peak Freq - 189 MHz
number of distinct library cells after synthesis - 47
worst min-delay path category - register to register
Initial Util - 52.1%
max cap viols - 0
GP Congestion - 0.886
TritonCTS clock tree - yes
required time worst endpoint - 17.44 ns
Gate Count Post-Synth - 427
Avg Synthesized Cell Area - 13.4 um2
Clock Skews - 0.00620 ns
CTS root buffer - clkbuf_16
Critical Path End Type - register
Synth area leader - edfxtp_1
adder share - 0%
dominant kind of combinational cell - simple AND/OR/NAND/NOR gates
total power - 0.913 mW
CP Data Arrival Time - 5.32 ns
ant diodes - 0
Die Wd - 109 um
RSZ-0062 raised after global routing - false
Max Root-Sink Buffers - 2
CTS buffer count - 17
clk slew on worst S/H paths - 0.06 ns
H-tree Lvls - 4
Overall Global Routing Usage - 26.7%
Top cells by area - edfxtp_1 50%, dfxtp_1 20%, mux2_2 5.7%
Final setup viols - 0
Die Area - 11900 um2
core box area - 11000 um2
Post-route DRC - 0
Clock Sinks - 154
Pleak - 3.18 nW
asr flop ratio synth - 0%
mux frac, synth - 6.65%
DP HPWL - 10.3 mm
sequential area share after synthesis - 70.7%
Log Warnings - 31
Finished Core Util - 81.0%
first-pass GRT wire length - 22.1 mm
number of global-route vias before repair - 4311
Final period util - 30.3%
# Cells Yosys - 427
cells by family after synthesis:
logic type | Yosys count
compound gates | 69
buf+inv | 29
flops | 154
mux | 34
simple gates | 141
critical path, cell delays in order:
cell,delay [ns]
clkdlybuf4s50_1,0.84
nor3_2,0.30
buf_4,0.65
final timing paths:
path | end | cells past startpoint | start | slack (ns)
setup / recovery | o_rdata[46] | 3 | i_rst | 12.12
hold / removal | o_rdata[0] | 0 | wb_rdt_low[0] | 0.43
setup reg to reg | o_rdata[46] | 4 | cs[0] | 15.09
hold reg to reg | o_rdata[0] | 0 | wb_rdt_low[0] | 0.43
stage by stage:
stage,hold slack [ns],instances,setup WS (ns),area [um2]
finish,0.427,831,12.12,8890
global route,0.434,831,11.98,8890
CTS,0.427,831,12.12,8890
detailed placement,0.412,799,11.68,8330
global placement,0.411,799,11.73,8330
floorplan,0.408,427,8.80,5720
Yosys cell counts (2+ instances only):
library cell and count:
nor4b_1 4, dfxtp_1 58, nor2_1 16, clkbuf_1 9
nand3_1 26, or3_1 3, o21ai_1 2, mux2_1 3
a311oi_1 2, a32o_1 4, a21oi_1 15, buf_2 9
mux2i_1 2, edfxtp_1 96, inv_1 6, nor3b_1 5
o21ai_0 23, mux2_2 29, a31o_2 2, a41oi_1 2
nand2_1 69, a221oi_1 11, nor3_1 5, buf_4 3
registers in the layout, indices dropped and copies added (netlist names), 3 cells and up:
name	cells
o_wb_dat	32
wb_rdt_low	32
o_rdata	64
o_wb_adr	10
cs	3
o_wb_sel	4
final cells by class:
class	count	area [um2]	area share, %
Clock buffer	25	497	5.59
Clock inverter	7	66.3	0.746
Inverter	6	22.5	0.253
Multi-Input combinational cell	244	1550	17.4
Sequential cell	154	4040	45.5
Tap cell	140	175	1.97
Timing Repair Buffer	255	2540	28.5
placed cells by master, fill, tap and decap left out, types with 2 or more instances in the layout:
cell             netlist  layout
mux2i_1                2       2
nor3b_1                5       5
a31o_2                 2       2
or3_1                  3       3
a221oi_1              11      11
o21ai_0               23      23
nand2_1               69      69
buf_4                  3       6
mux2_1                 3       3
clkbuf_16              0      18
nor2_1                16      15
nor2_2                 1       2
a32o_1                 4       4
nand3_1               26      26
a41oi_1                2       2
clkinv_2               0       4
mux2_2                29      29
nor3_1                 5       4
a21oi_1               15      15
o21ai_1                2       2
inv_1                  6       6
clkbuf_1               9       5
a311oi_1               2       2
clkdlybuf4s50_1        0     249
nor4b_1                4       4
edfxtp_1              96      96
clkbuf_8               0       2
dfxtp_1               58      58
power breakdown:
| group | switching [mW] | internal (mW) |
|---|---|---|
| sequential | 0.0175 | 0.415 |
| combinational | 0.0555 | 0.0810 |
| clock | 0.132 | 0.212 |
| total | 0.205 | 0.708 |
routing by layer:
layer	track usage (%)	routed length, um	up-vias
li1	-	-	2090
met1	40.3	5700	2054
met2	39.9	6830	223
met3	11.1	1570	22
met4	4.73	304	0
met5	0	0	-
No activity file was given, so power comes from the tool's default toggle rates.
